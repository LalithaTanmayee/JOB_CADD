==> design.v <==
module bcd_adder (A, B, Cin, S, Cout);
input logic [7:0] A;
input logic [7:0] B;
input logic Cin;
output logic [7:0] S;
output logic Cout;
logic [3:0] sum1, sum2;  
logic carry1, carry2;  
bcd_4bit_adder u1 (.A(A[3:0]), .B(B[3:0]), .Cin(Cin), .S(sum1), .Cout(carry1));
bcd_4bit_adder u2 (.A(A[7:4]), .B(B[7:4]), .Cin(carry1), .S(sum2), .Cout(carry2));
assign S = {sum2, sum1};
assign Cout = carry2;   
endmodule
module bcd_4bit_adder (A, B, Cin, S, Cout);
input logic [3:0] A;
input logic [3:0] B; 
input logic Cin; 
output logic [3:0] S; 
output logic Cout; 
logic [4:0] sum; 
logic adjust;
assign sum = A + B + Cin;
assign adjust = (sum > 9);
assign S = adjust ? (sum + 6) : sum[3:0];
assign Cout = adjust || sum[4];
endmodule
==> run.sh <==
#!/bin/bash
# OpenROAD 26Q1-2900-gdf79404cd8, Yosys 0.63+post, stock flow scripts
make -C /OpenROAD-flow-scripts/flow DESIGN_CONFIG=/design/flow/config.mk WORK_HOME=/design/flow/orfs finish
==> config.mk <==
export PLATFORM = sky130hd
export DESIGN_NAME = bcd_adder
export DESIGN_NICKNAME = bcd_adder
export VERILOG_FILES = /design/flow/design.v
export SDC_FILE = /design/flow/constraint.sdc
export NUM_CORES = 4
export LEC_CHECK = 1
export CORE_AREA = 10 10 70 70
export DIE_AREA = 0 0 80 80
==> constraint.sdc <==
current_design bcd_adder

set clk_period 7.2
set clk_io_pct 0.2

create_clock -name clk0 -period $clk_period

set non_clock_inputs [all_inputs -no_clocks]
set_input_delay [expr $clk_period * $clk_io_pct] -clock clk0 $non_clock_inputs
set_output_delay [expr $clk_period * $clk_io_pct] -clock clk0 [all_outputs]
==> flow_metrics.tcl <==
# implementation run metrics
set metrics [dict create \
    max_freq_mhz 142 \
    fin_crit_sh_pct 97.5 \
    clock_buffers 0 \
    num_rows 21 \
    grt_max_degree 5 \
    fillerInstances 384 \
    grt_setup_unrepaired "no" \
    slowest_stage "fa_2" \
    antenna_found_initial 0 \
    ioPinCount 26 \
    startpoint_type "input port" \
    drive_gt1_share_pct 19.8 \
    critPathBufInv 4 \
    ant_nets 0 \
    common_cells "9 x ha_1, 8 x inv_1, 6 x a21oi_1" \
    worst-path-stages 16 \
    fp.dieH_um 80 \
    seqCellArea_um2 0 \
    yosysChipArea_um2 447 \
    outcome "finished, final reports clean" \
    post-route-util_pct 25.2 \
    synth_area_per_cell_um2 8.59 \
    num_antenna_cells 0 \
    finalPower_mw 0.120 \
    setup_violations 0 \
    cp_max_fo 3 \
    synth.distinct_cells 21 \
    port_buffers 26 \
    cap_violations 0 \
    slew_violations 0 \
    ys_seq_share_pct 0 \
    cpMostUsedCell "fa_2" \
    crit_type "input port to output pin" \
    fin_hold_ws_ns 3.71 \
    endpoint_kind "output pin" \
    grt_pass1_wl_um 2020 \
    gp_congestion 0.729 \
    vias 489 \
    place_hpwl_um 1130 \
    die_area_mm2 0.00640 \
    drc 0 \
    yosys.area.top_type "ha_1" \
    wl_per_cell_um 9.21 \
    ys_top_cells_by_area "ha_1 25%, fa_1 18%, xnor2_1 7.8%" \
    drtIter0Drc 12 \
    crit_chain "clkdlybuf4s50_1 -> fa_2 -> fa_2 -> inv_1 -> ha_1 -> a21boi_0 -> o41a_1 -> fa_2 -> inv_2 -> fa_2 -> xnor2_2 -> ha_2 -> a22o_1 -> o31a_1 -> xnor2_1 -> clkdlybuf4s50_1" \
    die_x_um 80 \
    fin_cells 132 \
    ys_cells 52 \
    syn_area_um2 447 \
    wl_um 1220 \
    post-place-ws_ns -0.170 \
    viasPerCell 3.70 \
    peakVddDrop_v 0.0000522 \
    seq_cells 0 \
    critical-path-top-delay-family "adder cells" \
    yosysTopAreaCellShare_pct 25.2 \
    power.leakage_nw 0.399 \
    max_stage_delay_ns 0.54 \
    most_common_cell "ha_1" \
    dr.pass1.iters 2 \
    syn_to_final_growth_pct 92.7 \
    holdPathStages 3 \
    worstPathArrival_ns 5.58 \
    grt_pass1_vias 490 \
    max_slew.worst_pin.slew_ns 0.383 \
    finalHoldViolCount 0 \
    warning_count 33 \
    hold_path_class "input port to output pin" \
    powerDensity_mw_per_mm2 139 \
    max_slew_margin_pct 73.8 \
    layout_setup_ws_ns 0.177 \
    core_area_mm2 0.00342 \
    grt_usage_pct 3.72 \
    place_inst 131 \
    initCoreUtil_pct 13.1 \
    yosysWarnings 0 \
    synth_cells 52 \
    crit_required_ns 5.76 \
    grt_overflow 0 \
    min_period_ns 7.02 \
]
timing repair:
action | 4_1_cts | 5_1_grt
cloned | 0 | 0
endpoints found under the setup margin | 4 | 3
buffers inserted | 0 | 1
pin swaps | 1 | 2
resized | 5 | 7
hold buffers | 0 | 0
through the flow:
step,TNS [ns],area [um2]
after floorplan,0,447
after global placement,-0.396,817
after detailed placement,-0.436,817
after CTS,0,835
after global routing,0,861
final,0,861
metal layers:
| metal | track usage, % | vias up | part of all wire (%) |
|---|---|---|---|
| met5 | 0 | - | 0 |
| met4 | 0 | 0 | 0 |
| met3 | 2.50 | 0 | 18 |
| met2 | 5.30 | 22 | 34 |
| met1 | 4.83 | 208 | 48 |
| li1 | - | 259 | - |
layout make-up:
type | count | area, um2 | area share [%]
Inverter | 8 | 30.0 | 3.49
Timing Repair Buffer | 34 | 328 | 38.1
Tap cell | 46 | 57.6 | 6.69
Multi-Input combinational cell | 44 | 445 | 51.7
report_power, final:
| part | internal [mW] | total [mW] | switching [mW] |
|---|---|---|---|
| logic | 0.0792 | 0.120 | 0.0407 |
| clock network | 0 | 0 | 0 |
| registers | 0 | 0 | 0 |
| total | 0.0792 | 0.120 | 0.0407 |
cell families (layout without fill, tap and decap cells):
family,Yosys count,after routing,synth area share (%)
AOI/OAI and AO/OA,16,16,25.2
buffers and inverters,8,42,6.72
adders and majority gates,13,13,43.1
xor gates and xnor gates,4,4,7.84
and+or+nand+nor,9,9,12.6
muxes,2,2,4.48
path summary, 6_finish.rpt:
| kind | startpoint | end | slack, ns |
|---|---|---|---|
| min | B[0] | S[0] | 3.71 |
| max | Cin | S[5] | 0.18 |
cell usage in the layout, fill, tap and decap left out, types with 2 or more instances in the layout:
| master | Yosys | layout |
|---|---|---|
| clkdlybuf4s50_1 | 0 | 23 |
| a21boi_0 | 2 | 2 |
| and3_1 | 2 | 2 |
| inv_1 | 8 | 7 |
| a21o_1 | 2 | 2 |
| a21oi_1 | 6 | 6 |
| ha_1 | 9 | 8 |
| buf_4 | 0 | 8 |
| xnor2_2 | 0 | 2 |
| fa_2 | 0 | 4 |
| mux2i_1 | 2 | 2 |
| dlymetal6s2s_1 | 0 | 3 |
| xnor2_1 | 4 | 2 |
